==> /design/flow/config.mk <==
export PLATFORM = sky130hd
export DESIGN_NAME = top_module
export DESIGN_NICKNAME = top_module
export VERILOG_FILES = /design/flow/design.v
export SDC_FILE = /design/flow/constraint.sdc
export NUM_CORES = 4
export LEC_CHECK = 1
export CORE_AREA = 10 10 106 106
export DIE_AREA = 0 0 116 116
==> /design/flow/constraint.sdc <==
current_design top_module

set clk_period 5.1
set clk_io_pct 0.2

create_clock -name clk0 -period $clk_period [get_ports {clk}]

set non_clock_inputs [all_inputs -no_clocks]
set_input_delay [expr $clk_period * $clk_io_pct] -clock clk0 $non_clock_inputs
set_output_delay [expr $clk_period * $clk_io_pct] -clock clk0 [all_outputs]
==> /design/flow/design.v <==
`timescale 1ns / 1ps
module rf_reader(
    input logic clk,
    input logic rst,
    input logic [2:0] detector_sel,   
    output logic [7:0] power_dbm,
    output logic done
    );
    logic [7:0] adc_value;
    logic adc_eoc;
    logic start_conv;
    logic [7:0] ADC_CTRL;
    logic [7:0] ADC_RESULT;
    typedef enum logic [2:0] {
          IDLE, CONFIGURE, START_CONV, WAIT_EOC, READ_RESULT, CONVERT, DONE
        } state_t;
        state_t state;
    always_ff @(posedge clk or posedge rst) begin
        if (rst) begin
            state      <= IDLE;
            ADC_CTRL   <= 8'b0;
            power_dbm  <= 8'b0;
            done       <= 0;
        end else begin
            case (state)
                IDLE: begin
                    done     <= 0;
                    ADC_CTRL <= 8'b0;
                    state    <= CONFIGURE;
                end
                CONFIGURE: begin
                    ADC_CTRL[7]   <= 1;            
                    ADC_CTRL[6]   <= 1;            
                    ADC_CTRL[2:0] <= detector_sel;  
                    state         <= START_CONV;
                end
                START_CONV: begin
                    ADC_CTRL[5] <= 1;  
                    state       <= WAIT_EOC;
                end
                WAIT_EOC: begin
                    if (adc_eoc == 1)
                        state <= READ_RESULT;
                end
                READ_RESULT: begin
                    adc_value <= ADC_RESULT;
                    state     <= CONVERT;
                end
                CONVERT: begin
                    power_dbm <= (adc_value - 8'd128) >> 2;  
                    state     <= DONE;
                end
                DONE: begin
                    done <= 1;
                end
            endcase
        end
    end    
endmodule
`timescale 1ns / 1ps
module temp_reader(
    input logic clk,
    input logic rst,
    input logic temp_mux_sel,
    input logic start_temp_conv,
    input logic adc_eoc,
    input logic [11:0] ADC_RESULT,
    output logic [15:0] temperature_c,
    output logic done
);
typedef enum logic [2:0] {
    IDLE, CONFIGURE, START_CONV, WAIT_EOC, READ_RESULT, CONVERT, DONE
} state_t;
state_t state;
logic [11:0] adc_value;
logic [7:0] ADC_CTRL;
always_ff @(posedge clk or posedge rst) begin
    if (rst) begin
        state         <= IDLE;
        ADC_CTRL      <= 8'b0;
        temperature_c <= 16'd0;
        done          <= 0;
    end else begin
        case (state)
            IDLE: begin
                done     <= 0;
                ADC_CTRL <= 8'b0;
                state    <= CONFIGURE;
            end
            CONFIGURE: begin
                ADC_CTRL[7]   <= 1;            
                ADC_CTRL[6]   <= 1;            
                ADC_CTRL[2:0] <= temp_mux_sel;  
                state         <= START_CONV;
            end
            START_CONV: begin
                ADC_CTRL[5] <= 1;  
                state       <= WAIT_EOC;
            end
            WAIT_EOC: begin
                if (adc_eoc == 1)
                    state <= READ_RESULT;
            end
            READ_RESULT: begin
                adc_value <= ADC_RESULT;
                state     <= CONVERT;
            end
            CONVERT: begin
                temperature_c <= ((adc_value - 12'd512) * 16'd200) / 12'd4095;
                state         <= DONE;
            end
            DONE: begin
                done <= 1;
            end
        endcase
    end
end
endmodule
`timescale 1ns / 1ps
module top_module(
    input clk, rst,
    input start_rf_conv, start_temp_conv,
    input [2:0] detector_sel,
    input [11:0] ADC_RESULT,
    input adc_eoc,
    input select_data_source,  
    output [7:0] output_data,
    output done_rf, done_temp
);
    wire [7:0] power_dbm;
    wire [15:0] temperature_c;
    rf_reader rf_reader (
        .clk(clk),
        .rst(rst),
        .detector_sel(detector_sel),
        .power_dbm(power_dbm),
        .done(done_rf)
    );
    temp_reader temp_reader (
        .clk(clk),
        .rst(rst),
        .start_temp_conv(start_temp_conv),
        .adc_eoc(adc_eoc),
        .ADC_RESULT(ADC_RESULT),
        .temperature_c(temperature_c),
        .done(done_temp)
    );
    assign output_data = (select_data_source == 0) ? power_dbm : temperature_c[7:0];
endmodule
==> /design/flow/run.sh <==
#!/bin/bash
# OpenROAD 26Q1-2900-gdf79404cd8, Yosys 0.63+post, stock flow scripts
make -C /OpenROAD-flow-scripts/flow DESIGN_CONFIG=/design/flow/config.mk WORK_HOME=/design/flow/orfs finish
==> reports/results.ini <==
[clock_network]
cts_buffers = 3
h-tree-depth = 1
clockBufferDepth = 2
clk_pin_slew_ns = 0.10
cts_setup_buffers = 0
ctsResizeCount = 0
cts_tree = done
clock_sinks = 25
clock-root-buffer = clkbuf_8
insertion_delay_ns = 0.27
hold_buffers = 0

[worst_setup_path]
critPathKind = flip-flop to flip-flop
path_max_fanout = 8
path_depth = 16
path_cells = ha_1, ha_1, inv_1, fa_1, inv_1, ha_1, a21o_1, a22o_1, o41ai_1, xor2_1, or4_4, o311ai_2, nand3_2, ha_1, nand4b_1, a31oi_1
cp_slowest_cell = or4_4
path_delay_family = adder cells
r2r_slack_ns = 0.34
cp.buffers_inverters = 2
worstRegToRegCells = 16
required_ns = 5.30
worstSetupEndpointType = flip-flop
arrival_ns = 4.96
critical_path.most_common_cell = ha_1
crit_path_max_incr_delay_ns = 0.62
start_kind = flip-flop

[timing]
whs_ns = 0.3719
clock-skew-final_ns = 0.01175
setup_viol_count_final = 0
slew_headroom = 0.5118
fin_crit_ns = 4.761
setup_tns_ns = 0
slew_violations = 0
max_freq_mhz = 210.0
rsz0062_at_grt = false
fin_crit_sh = 0.9336
hold_violations = 0
worst_pin_slew_ns = 0.7271

[global_route]
grt_usage = 0.05187
antenna_found_initial = 0
grt_max_degree = 16
first_global_vias = 1406
gr-total-overflow = 0
grt_pass1_wl_mm = 5.940

[yosys]
synth_area_mm2 = 0.001983
yosysUniqueCellTypes = 50
netlist.area_leader.share = 0.1830
top_area_cell = ha_1
yosys_warnings = 11
ys_seq_frac = 0.3464
synth-main-ff-cell = edfxtp_1
top_cells_by_area = ha_1, edfxtp_1, dfrtp_1
numSynthFlops = 25
synth_cells = 187
ys_area_mm2 = 0.001983
synth-edff-count = 12
yosys-stat-cells = 187
avgSynthCellArea_um2 = 10.61
synthArstFlopShare = 0.5200

[route]
drtPass1Iterations = 4
wl_met1_mm = 1.521
num_antenna_cells = 0
top_layer = met4
drt_wl_total_mm = 3.313
remaining_drc_errors = 0
ant_nets = 0
vias = 1361
vias_per_cell = 4.280
wl_per_cell_um = 10.42
wl_met3_um = 127
drt_iter0_drc = 79
wl_met2_mm = 1.561

[floorplan]
num_rows = 34
core_mm2 = 0.008848
num_io_pins = 31
fp-utilization = 0.2241
dieHeight_um = 116
die_area_mm2 = 0.01346
die_w_um = 116

[placed_design]
place_hpwl_mm = 2.751
portBuffers = 21
gp_congestion = 0.8140

[pwr]
p_leak_nw = 1.023
p_per_area_mw_per_mm2 = 261.8
vdd_drop_max_mv = 0.1795
p_total_mw = 0.6129

[layout]
area_delta_synth_final_pct = 18.04
nFillCells = 925
drive_gt1_frac = 0.08095
final_cell_mix = inv_1, ha_1, clkdlybuf4s50_1
final-comb-area_mm2 = 0.001130
seq_area_um2 = 686.9
layout_top_cell = inv_1
fin_util = 0.2646

[min_path]
holdPathStages = 0
hp-class = flip-flop to flip-flop

[run]
max_cap_violations = 0
tool_warnings = 32

[outcome]
status = completed

synth_stat cells (2+ instances only):
cell,number
a211o_1,2
a21o_1,4
a21oi_1,5
a31oi_1,4
and2_1,6
buf_4,4
buf_6,2
dfrtp_1,12
edfxtp_1,12
fa_1,7
ha_1,29
inv_1,33
nand2_1,2
nand2b_1,2
nand3_1,3
nand4_1,2
nor2_1,5
nor2b_1,2
nor3_1,2
nor4_1,2
o21ai_0,7
o41ai_1,2
or2_2,2
xnor2_1,5
xor2_1,6
per-layer routing:
metal,vias up,global-route usage
met5,-,0
met4,0,0.01501
met3,8,0.01047
met2,34,0.08608
met1,626,0.06755
li1,693,-
state kept, by name, indices dropped and copies added, names as in the netlist:
name	count
temp_reader.adc_value	12
temp_reader.state	7
temp_reader.temperature_c	5
temp_reader.done	1
cell type report:
type	instances	share of cell area
clock buffer	3	0.01764
tap	108	0.05772
timing repair buffer	22	0.09300
multi-input combinational	126	0.4826
inverter	33	0.05291
sequential	25	0.2934
clock inverter	1	0.002672
through the flow:
step	setup slack, ns	std cells	area (um2)
final	0.3389	318	2341
after global routing	0.01888	318	2341
after CTS	0.3114	318	2341
after detailed placement	0.3532	314	2293
after global placement	0.4093	314	2293
after floorplan	0.6429	191	1998
power breakdown:
part           switching, mW  internal [mW]  total, mW
combinational          0.135          0.112      0.247
clock                 0.0646         0.0558      0.120
sequential            0.0121          0.233      0.245
cell families after synthesis:
group | count (synthesis) | synth area share
buf+inv | 40 | 0.09148
simple gates | 38 | 0.1243
fa+ha+maj | 36 | 0.2536
compound gates | 34 | 0.1230
flops | 25 | 0.3464
xor+xnor | 11 | 0.04858
mux | 2 | 0.01073
other cells | 1 | 0.001891
worst paths after layout:
check                                                to                      from
min reg2reg                        temp_reader.state[2]      temp_reader.state[4]
max in group asynchronous          temp_reader.state[0]                       rst
min                                temp_reader.state[2]      temp_reader.state[4]
max reg2reg                temp_reader.temperature_c[0]  temp_reader.adc_value[3]
max                        temp_reader.temperature_c[0]  temp_reader.adc_value[3]
min in group asynchronous          temp_reader.state[1]                       rst
No activity file was given, so power comes from the tool's default toggle rates.
