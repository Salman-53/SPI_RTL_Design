<file path="flow/constraint.sdc">
current_design adar_top

set clk_period 6.3
set clk_io_pct 0.2

create_clock -name clk0 -period $clk_period [get_ports {clk}]

set non_clock_inputs [all_inputs -no_clocks]
set_input_delay [expr $clk_period * $clk_io_pct] -clock clk0 $non_clock_inputs
set_output_delay [expr $clk_period * $clk_io_pct] -clock clk0 [all_outputs]
</file>
<file path="flow/run.sh">
#!/bin/bash
# OpenROAD 26Q1-2900-gdf79404cd8, Yosys 0.63+post, stock flow scripts
make -C /OpenROAD-flow-scripts/flow DESIGN_CONFIG=/design/flow/config.mk WORK_HOME=/design/flow/orfs finish
</file>
<file path="flow/config.mk">
export PLATFORM = sky130hd
export DESIGN_NAME = adar_top
export DESIGN_NICKNAME = adar_top
export VERILOG_FILES = /design/flow/design.v
export SDC_FILE = /design/flow/constraint.sdc
export NUM_CORES = 4
export LEC_CHECK = 1
export CORE_UTILIZATION = 30
</file>
<file path="flow/design.v">
`timescale 1ns/1ps
module adar_top (
    input logic clk,
    input logic rst_n,
    output logic sclk,
    output logic csb,
    output logic mosi,
    input  logic miso
);
    logic cmd_valid;
    logic cmd_write;
    logic [6:0] cmd_addr;  
    logic [23:0] cmd_wdata24;  
    logic resp_valid;
    logic [23:0] resp_rdata24;
    logic mem_resp_valid;
    logic [23:0] mem_resp_rdata;
    data_mgmt_mem_if #(.ADDR_WIDTH(7), .DATA_WIDTH(24)) data_if (
        .clk(clk), .rst_n(rst_n),
        .cmd_valid(cmd_valid),
        .cmd_write(cmd_write),
        .cmd_addr(cmd_addr),
        .cmd_wdata(cmd_wdata24[23:0]),
        .resp_valid(mem_resp_valid),
        .resp_rdata(mem_resp_rdata),
        .det_update_valid(), .det_index(), .det_value(),
        .temp_update_valid(), .temp_raw_value(),
        .mem_busy()
    );
    logic spi_cmd_valid;
    logic spi_cmd_write;
    logic [13:0] spi_cmd_addr;
    logic [7:0]  spi_cmd_wdata;
    logic spi_resp_valid;
    logic [7:0] spi_resp_rdata;
    logic [1:0] spi_mode;
    integer prescale = 4;
    spi_master #(.ADDR_WIDTH(14), .DATA_WIDTH(8)) spi0 (
        .clk(clk), .rst_n(rst_n),
        .cmd_valid(spi_cmd_valid),
        .cmd_write(spi_cmd_write),
        .cmd_addr(spi_cmd_addr),
        .cmd_wdata(spi_cmd_wdata),
        .resp_valid(spi_resp_valid),
        .resp_rdata(spi_resp_rdata),
        .sclk(sclk), .csb(csb), .mosi(mosi), .miso(miso),
        .spi_mode(spi_mode), .prescale(prescale)
    );
    typedef enum logic [2:0] {T_IDLE, T_WRITE_BEAMS, T_READ_DET0, T_READ_TEMP, T_WAIT_RESP} tstate_t;
    tstate_t tstate, tnext;
    logic [6:0] beam_idx;
    always_ff @(posedge clk or negedge rst_n) begin
        if (!rst_n) begin
            tstate <= T_IDLE; beam_idx <= 0;
            spi_cmd_valid <= 0;
            cmd_valid <= 0;
            spi_mode <= 2'b00;
        end else begin
            tstate <= tnext;
            if (tstate == T_WRITE_BEAMS) begin
                if (!mem_resp_valid) begin
                    cmd_valid <= 1;
                    cmd_write <= 0;
                    cmd_addr <= beam_idx;
                end else begin
                    cmd_valid <= 0;
                    spi_cmd_valid <= 1;
                    spi_cmd_write <= 1;
                    spi_cmd_addr <= 14'h1000 + beam_idx;  
                    spi_cmd_wdata <= mem_resp_rdata[7:0];  
                end
            end else if (tstate == T_READ_DET0) begin
                if (!spi_cmd_valid && !spi_resp_valid) begin
                    spi_cmd_valid <= 1;
                    spi_cmd_write <= 1;
                    spi_cmd_addr <= 14'h0032;  
                    spi_cmd_wdata <= 8'h20;    
                end
            end else begin
                cmd_valid <= 0;
                spi_cmd_valid <= 0;
            end
            if (spi_cmd_valid) spi_cmd_valid <= 0;
            if (cmd_valid) cmd_valid <= 0;
        end
    end
    always_comb begin
        tnext = tstate;
        case (tstate)
            T_IDLE: tnext = T_WRITE_BEAMS;
            T_WRITE_BEAMS: if (beam_idx == 7'd120) tnext = T_READ_DET0;
            T_READ_DET0: if (spi_resp_valid) tnext = T_READ_TEMP;
            T_READ_TEMP: if (spi_resp_valid) tnext = T_IDLE;
            default: tnext = T_IDLE;
        endcase
    end
endmodule
`timescale 1ns / 1ps
module data_mgmt_mem_if #(
    parameter ADDR_WIDTH = 7,         
    parameter DATA_WIDTH = 24         
)(
    input  logic                     clk,
    input  logic                     rst_n,
    input  logic                     cmd_valid,    
    input  logic                     cmd_write,    
    input  logic [ADDR_WIDTH-1:0]    cmd_addr,     
    input  logic [DATA_WIDTH-1:0]    cmd_wdata,    
    output logic                     resp_valid,   
    output logic [DATA_WIDTH-1:0]    resp_rdata,   
    input  logic                     det_update_valid,
    input  logic [1:0]               det_index,    
    input  logic [DATA_WIDTH-1:0]    det_value,
    input  logic                     temp_update_valid,
    input  logic [DATA_WIDTH-1:0]    temp_raw_value,
    output logic                     mem_busy
);
    localparam MEM_DEPTH = (1 << ADDR_WIDTH);
    logic [DATA_WIDTH-1:0] beam_mem [0:MEM_DEPTH-1];
    logic [DATA_WIDTH-1:0] rf_detectors [0:3];
    logic [DATA_WIDTH-1:0] temp_raw_reg;
    typedef enum logic [1:0] {IDLE, ACCEPT, RESP} state_t;
    state_t state, next_state;
    assign mem_busy = (state != IDLE);
    always_comb begin
        next_state = state;
        case (state)
            IDLE:   if (cmd_valid) next_state = ACCEPT;
            ACCEPT: next_state = RESP;
            RESP:   next_state = IDLE;
            default: next_state = IDLE;
        endcase
    end
    integer i;
    always_ff @(posedge clk or negedge rst_n) begin
        if (!rst_n) begin
            state <= IDLE;
            resp_valid <= 1'b0;
            resp_rdata <= '0;
            for (i = 0; i < MEM_DEPTH; i++) beam_mem[i] <= '0;
            for (i = 0; i < 4; i++) rf_detectors[i] <= '0;
            temp_raw_reg <= '0;
        end else begin
            state <= next_state;
            if (state == RESP && next_state == IDLE)
                resp_valid <= 1'b0;
            if (det_update_valid)
                rf_detectors[det_index] <= det_value;
            if (temp_update_valid)
                temp_raw_reg <= temp_raw_value;
            case (state)
                ACCEPT: begin
                    if (cmd_write) begin
                        if (cmd_addr < 121) begin
                            beam_mem[cmd_addr] <= cmd_wdata;
                            resp_rdata <= cmd_wdata;  
                        end else begin
                            unique case (cmd_addr)
                                7'd121: rf_detectors[0] <= cmd_wdata;
                                7'd122: rf_detectors[1] <= cmd_wdata;
                                7'd123: rf_detectors[2] <= cmd_wdata;
                                7'd124: rf_detectors[3] <= cmd_wdata;
                                7'd125: temp_raw_reg    <= cmd_wdata;
                                default: ;
                            endcase
                            resp_rdata <= cmd_wdata;  
                        end
                    end else begin
                        if (cmd_addr < 121) begin
                            resp_rdata <= beam_mem[cmd_addr];
                        end else begin
                            unique case (cmd_addr)
                                7'd121: resp_rdata <= rf_detectors[0];
                                7'd122: resp_rdata <= rf_detectors[1];
                                7'd123: resp_rdata <= rf_detectors[2];
                                7'd124: resp_rdata <= rf_detectors[3];
                                7'd125: resp_rdata <= temp_raw_reg;
                                default: resp_rdata <= '0;
                            endcase
                        end
                    end
                end
                RESP: begin
                    resp_valid <= 1'b1;
                end
            endcase
        end
    end
endmodule
`timescale 1ns/1ps
module spi_master #(
    parameter ADDR_WIDTH = 14,           
    parameter DATA_WIDTH = 8,           
    parameter FRAME_BITS = 24          
)(
    input  logic                 clk,         
    input  logic                 rst_n,
    input  logic                   cmd_valid,        
    input  logic                   cmd_write,       
    input  logic  [ADDR_WIDTH-1:0] cmd_addr,       
    input  logic  [DATA_WIDTH-1:0] cmd_wdata,     
    output logic                   resp_valid,   
    output logic  [DATA_WIDTH-1:0] resp_rdata,  
    output logic                 sclk,           
    output logic                 csb,           
    output logic                 mosi,         
    input  logic                 miso,        
    input  logic [1:0]          spi_mode,      
    input  integer              prescale      
);
    typedef enum logic [2:0] {IDLE, ASSERT_CS, SHIFT, DEASSERT_CS, RESP} state_t;  
    state_t state, next_state;
    logic [FRAME_BITS-1:0] shift_reg;  
    integer bit_cnt;                  
    integer sclk_cnt;                
    logic sclk_int;                 
    logic sclk_en;                 
    logic sample_edge;            
    logic drive_edge;            
    logic cpol, cpha;           
    always_comb begin
        cpol = (spi_mode[1]);            
        cpha = (spi_mode[0]);           
    end
    always_ff @(posedge clk or negedge rst_n) begin
        if (!rst_n) begin
            sclk_cnt <= 0;         
            sclk_int <= 1'b0;     
            sclk_en  <= 1'b0;    
        end else begin
            if (state == SHIFT) begin   
                sclk_en <= 1'b1;       
                if (sclk_cnt >= prescale-1) begin
                    sclk_cnt <= 0;            
                    sclk_int <= ~sclk_int;   
                end else begin
                    sclk_cnt <= sclk_cnt + 1;
                end
            end else begin   
                sclk_en  <= 1'b0;     
                sclk_cnt <= 0;       
                sclk_int <= cpol ? 1'b1 : 1'b0;  
            end
        end
    end
    always_comb begin
        sclk = sclk_int;
    end
    logic [ADDR_WIDTH-1:0] addr_reg;      
    logic [DATA_WIDTH-1:0] data_reg;     
    always_ff @(posedge clk or negedge rst_n) begin
        if (!rst_n) begin
            shift_reg <= '0;      
            addr_reg <= '0;
            data_reg <= '0;
        end else begin
            if (state == ASSERT_CS && next_state == SHIFT) begin
                addr_reg <= cmd_addr;       
                data_reg <= cmd_wdata;     
                shift_reg <= { cmd_write ? 1'b1 : 1'b0,
                               cmd_addr,
                               cmd_wdata,
                               1'b0 };
            end
        end
    end
    always_ff @(posedge clk or negedge rst_n) begin
        if (!rst_n) begin
            state <= IDLE;              
            csb <= 1'b1;               
            mosi <= 1'b0;             
            bit_cnt <= FRAME_BITS;   
            resp_valid <= 1'b0;
            resp_rdata <= '0;
        end else begin
            state <= next_state;
            resp_valid <= 1'b0;   
            case (state)
                IDLE: begin
                    csb <= 1'b1;     
                    mosi <= 1'b0;
                    bit_cnt <= FRAME_BITS;
                end
                ASSERT_CS: begin
                    csb <= 1'b0;     
                    if (cpha == 0) begin
                        mosi <= shift_reg[FRAME_BITS-1];  
                    end
                end
                SHIFT: begin
                    if (sclk_en) begin   
                        if (sclk_cnt == 0) begin
                            if (sclk_int == (cpol ^ 1)) begin  
                                if (cpha == 0) begin
                                    shift_reg <= { shift_reg[FRAME_BITS-2:0], miso };
                                    bit_cnt <= bit_cnt - 1;
                                    mosi <= (bit_cnt-1 > 0) ? shift_reg[FRAME_BITS-2] : 1'b0;
                                end else begin
                                    mosi <= (bit_cnt > 0) ? shift_reg[FRAME_BITS-1] : 1'b0;
                                end
                            end else begin
                                if (cpha == 1) begin
                                    shift_reg <= { shift_reg[FRAME_BITS-2:0], miso };
                                    bit_cnt <= bit_cnt - 1;
                                    mosi <= (bit_cnt-1 > 0) ? shift_reg[FRAME_BITS-2] : 1'b0;
                                end else begin
                                    mosi <= (bit_cnt > 0) ? shift_reg[FRAME_BITS-1] : 1'b0;
                                end
                            end
                        end
                    end
                end
                DEASSERT_CS: begin
                    csb <= 1'b1;   
                end
                RESP: begin
                    resp_valid <= 1'b1;
                    resp_rdata <= shift_reg[DATA_WIDTH-1:0];   
                end
            endcase
        end
    end
    always_comb begin
        next_state = state;
        case (state)
            IDLE: begin
                if (cmd_valid) begin
                   next_state = ASSERT_CS;
                end
            end
            ASSERT_CS: begin
                next_state = SHIFT;
            end
            SHIFT: begin
                if (bit_cnt <= 0) begin
                next_state = DEASSERT_CS;
                end
            end
            DEASSERT_CS: begin
                next_state = RESP;
            end
            RESP: begin
                next_state = IDLE;
            end
            default: next_state = IDLE;
        endcase
    end
endmodule
</file>
==> reports/metrics.csv <==
stage,metric,value,unit
synth,number of cells in Yosys stat,413,
global_route,global router's overall resource usage,12.16,%
routing,Detailed Route WL,7.941,mm
floorplan,total die size,13970,sq um
setup_path,critical path's top delay family,simple AND/OR/NAND/NOR gates,
place,Placer Congestion,0.7943,
clock_network,Max Root-Sink Buffers,2,
global_route,initial antenna violation count,0,
setup_path,CP Capture Type,flip-flop,
synth,instance tally after logic synthesis,413,
clock_network,CTS HTree Levels,3,
sta,RSZ-0062 raised after global routing,no,
sta,Slew @ Worst Pin,667.0,ps
setup_path,largest incremental delay on the critical path,700,ps
routing,Routed Antenna Nets,0,
sta,final clock period utilization by the worst path,50.18,%
floorplan,horizontal die dimension,118.2,microns
sta,count of pins over their slew limit,0,
clock_network,TritonCTS buffer count,9,
sta,time the worst path needs with I/O delays and setup,3161,ps
global_route,wire length of the first global-routing pass,13.91,mm
power,sequential power share,48.7,%
synth,share of the synthesized area in the top cell type,46.96,%
clock_network,post-cts hold-fix buffer tally,0,
place,number of buffer cells added on primary ports,3,
power,switching part of the total,21.36,%
synth,flops out of synthesis,82,
floorplan,std cell rows,42,
global_route,via count of the first global-routing pass,2904,
power,part of the power in combinational logic,1.0,%
clock_network,root buf cell,sky130_fd_sc_hd__clkbuf_16,
synth,area fraction in mux cells,0,%
routing,Pre-Repair DR Iteration Count,4,
clock_network,CTS tree,yes,
synth,count of flip-flops with a built-in enable after synthesis,0,
sta,highest clock frequency the design can meet,0.3163,GHz
worst_hold_path,class of the most critical hold timing path,reg -> reg,
sta,Worst Skew,10.63,ps
synth,number of synthesis warnings,129,
setup_path,Buf/Inv on CP,1,
clock_network,post-cts resize count,0,
synth,Adders+Majority by Area,1.236,%
clock_network,TritonCTS Sinks,82,
final_layout,Final Core Density,34.59,%
clock_network,post-CTS setup buffer count,0,
power,sw power,0.2310,mW
floorplan,placeable core area,13190,sq um
job,count of maximum capacitance violations,0,
final_layout,area growth from synthesis to final layout,12.64,%
synth,leading post-synthesis cells by cell area,"sky130_fd_sc_hd__dfrtp_1 47%, sky130_fd_sc_hd__xnor2_1 4.1%, sky130_fd_sc_hd__nor2_1 4.0%",
synth,Netlist cell types,45,
synth,"Cell Area, Synth",4050,sq um
synth,Synth logic family,simple AND/OR/NAND/NOR gates,
final_layout,"commonest non-fill, non-tap cell in the layout",sky130_fd_sc_hd__dfrtp_1,
synth,library cell with the largest summed area after synthesis,sky130_fd_sc_hd__dfrtp_1,
setup_path,highest fanout seen on the critical path,31,
final_layout,"leading cell types in the layout, fill and taps excluded","76 x sky130_fd_sc_hd__dfrtp_1, 43 x sky130_fd_sc_hd__nor2_1, 27 x sky130_fd_sc_hd__a21oi_1",
routing,DRC violation count after routing,0,
routing,number of DRC markers in iteration 0,222,
setup_path,crit start category,flip-flop,
sta,final tally of hold violations,0,
job,OpenROAD warning count,28,
sta,final tally of setup violations,0,
routing,antenna cells,0,
clock_network,worst skew pair latency,340,ps
power,internal power,0.8502,mW
final_layout,fraction of layout instances using a drive strength above 1,9.286,%
synth,ys async rst share,100.0,%
setup_path,list of cells traversed by the critical path,nor4_1 -> nand4_1 -> or3_1 -> buf_4 -> or4_2 -> a21oi_1,
synth,compound-gate portion of the synthesized area,10.13,%
floorplan,die height,118.2,microns
synth,simple share,27.25,%
floorplan,fp util,30.71,%
routing,number of vias per cell after detailed routing,5.153,
sta,max_slew headroom,55.19,%
synth,sequential fraction of the synthesis area,50.85,%
setup_path,crit path max-delay cell type,sky130_fd_sc_hd__or3_1,
floorplan,top-level port count,6,
global_route,maximum number of pins on one net before global-route repair,50,
synth,area of the synthesized netlist per yosys stat,4050,sq um
power,share of power burned in the clock network,50.3,%
clock_network,"CTS clk-pin slew, worst paths",60,ps
place,Detail Placement HPWL,5.115,mm
setup_path,Setup Crit Path Kind,reg -> reg,
global_route,remaining global-route overflow,0,
setup_path,data arrival time of the worst path,3420,ps
synth,synthesized-area fraction occupied by xor and xnor cells,6.704,%
synth,ys flop type,sky130_fd_sc_hd__dfrtp_1,
power,Leakage Power,1.943,nW
sta,setup_tns,0,ps
routing,via count,3071,
routing,wire length per cell,13.32,microns
run_status,run status,"finished, final reports clean",
power,Max VDD drop,124.0,uV
synth,average cell area after synthesis,9.807,sq um
setup_path,CP Data Required Time,6560,ps
power,areal power density over the cells,237.0,nW/um^2
## metrics by stage
step	total power [mW]	hold slack [ps]	setup WS [ps]	std cells	area, sq um
floorplan	0.5369	331.2	3883	413	4050
global placement	0.5479	338.6	3203	580	4250
detailed placement	0.5481	340.2	3215	580	4250
CTS	1.096	359.7	3148	596	4562
global route	1.116	373.2	3006	596	4562
finish	1.081	360.5	3139	596	4562
## synthesized netlist by cell type, types with 8 or more instances
cell type	n
sky130_fd_sc_hd__o41ai_1	8
sky130_fd_sc_hd__or3_1	22
sky130_fd_sc_hd__o21ai_0	14
sky130_fd_sc_hd__nand3_1	14
sky130_fd_sc_hd__xor2_1	12
sky130_fd_sc_hd__clkbuf_1	10
sky130_fd_sc_hd__or4_1	9
sky130_fd_sc_hd__nor2_1	43
sky130_fd_sc_hd__a21oi_1	27
sky130_fd_sc_hd__o31ai_1	8
sky130_fd_sc_hd__nor4_1	20
sky130_fd_sc_hd__nand4_1	12
sky130_fd_sc_hd__xnor2_1	19
sky130_fd_sc_hd__nor3_1	16
sky130_fd_sc_hd__nand2_1	18
sky130_fd_sc_hd__inv_1	15
sky130_fd_sc_hd__dfrtp_1	76
## kinds of logic (layout without fill, tap and decap cells)
logic type,Yosys count,in the layout
other,1,1
xor gates and xnor gates,31,31
AOI/OAI and AO/OA,66,66
DFF,82,82
and+or+nand+nor,196,196
buffers and inverters,33,40
adders and majority gates,4,4
## sequential cells by signal, summed over array words and instances, names as in the netlist
register and cells:
cmd_valid 1, data_if.resp_valid 1, data_if.state 3, spi0.bit_cnt 32, spi0.csb 1, spi0.resp_valid 1, spi0.sclk_cnt 32, spi0.sclk_en 1
spi0.sclk_int 1, spi0.state 5, spi_cmd_valid 1, tstate 3
## final timing paths
path	from	endpoint	slack (ps)	cells after the start
worst min-delay path	data_if.state[2]	data_if.state[1]	360	0
worst max register to register	spi0.sclk_cnt[19]	spi0.bit_cnt[13]	3140	6
worst min register to register	data_if.state[2]	data_if.state[1]	360	0
min in group asynchronous	rst_n	spi0.sclk_cnt[22]	870	1
worst max-delay path	spi0.sclk_cnt[19]	spi0.bit_cnt[13]	3140	6
max in group asynchronous	rst_n	spi0.bit_cnt[7]	4450	2
## cell type report
cell class,count,area [sq um]
inverter,15,56.30
tap,176,220.2
fill,1278,8628
timing repair buffer,9,72.57
sequential,82,2059
clock buffer,10,239.0
clock inverter,6,72.57
multi-input combinational,298,1842
## routing by layer
layer / GRT usage [%] / part of all wire (%) / wire length, microns / vias to the layer above
li1: - / - / - / 1506
met1: 19.23 / 49 / 3917 / 1485
met2: 18.42 / 45 / 3567 / 67
met3: 1.919 / 3.8 / 304 / 13
met4: 2.083 / 1.9 / 151 / 0
met5: 0 / 0 / 0 / -
## power by group through the flow
stage	clock (mW)	sequential [mW]	combinational [mW]
4_1_cts	0.558	0.527	0.0118
5_1_grt	0.576	0.526	0.0134
6_report	0.544	0.527	0.0107
Power and IR drop assume default switching activity.
